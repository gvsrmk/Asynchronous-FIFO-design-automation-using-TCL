`/design/flow/design.v`:
```
module asic_fifo #(parameter DSIZE = 8, parameter ASIZE = 10)             
	(output [DSIZE-1:0] rdata,
	output wfull,
	output rempty,
	input [DSIZE-1:0] wdata_in,
	input winc, wclk, wclk2x, wrst_n,
	input rinc, rclk, rrst_n);
	wire [ASIZE-1:0] waddr, raddr;
	wire [ASIZE:0] wptr, rptr, wq2_rptr, rq2_wptr;
	reg [DSIZE-1:0] wdata;
	always @(posedge wclk2x or negedge wrst_n)
	 	if (!wrst_n) {wdata} <= 0;
 		else wdata <= wdata_in;
sync_r2w sync_r2w (.wq2_rptr(wq2_rptr), .rptr(rptr),
	.wclk(wclk), .wrst_n(wrst_n));
sync_w2r sync_w2r (.rq2_wptr(rq2_wptr), .wptr(wptr),
	.rclk(rclk), .rrst_n(rrst_n));
fifomem #(DSIZE, ASIZE) fifomem
	(.rdata(rdata), .wdata(wdata),
	.waddr(waddr), .raddr(raddr),
	.wclken(winc), .wfull(wfull),
	.wclk(wclk));
rptr_empty #(ASIZE) rptr_empty
	(.rempty(rempty),
	.raddr(raddr),
	.rptr(rptr), .rq2_wptr(rq2_wptr),
	.rinc(rinc), .rclk(rclk),
	.rrst_n(rrst_n));
wptr_full #(ASIZE) wptr_full
	(.wfull(wfull), .waddr(waddr),
	.wptr(wptr), .wq2_rptr(wq2_rptr),
	.winc(winc), .wclk(wclk),
	.wrst_n(wrst_n));
endmodule
module fifomem #(parameter DSIZE = 8,  
	parameter ASIZE = 10)  
	(output [DSIZE-1:0] rdata,
	input [DSIZE-1:0] wdata,
	input [ASIZE-1:0] waddr, raddr,
	input wclken, wfull, wclk);
	localparam DEPTH = 1<<ASIZE;
	reg [DSIZE-1:0] mem [0:DEPTH-1];
	assign rdata = mem[raddr];
	always @(posedge wclk)
	if (wclken && !wfull) mem[waddr] <= wdata;
endmodule
module sync_r2w #(parameter ASIZE = 10)
	(output reg [ASIZE:0] wq2_rptr,
	input [ASIZE:0] rptr,
	input wclk, wrst_n);
	reg [ASIZE:0] wq1_rptr;
	always @(posedge wclk or negedge wrst_n)
		if (!wrst_n) {wq2_rptr,wq1_rptr} <= 0;
		else {wq2_rptr,wq1_rptr} <= {wq1_rptr,rptr};
endmodule
module sync_w2r #(parameter ASIZE = 10)
	(output reg [ASIZE:0] rq2_wptr,
	input [ASIZE:0] wptr,
	input rclk, rrst_n);
	reg [ASIZE:0] rq1_wptr;
	always @(posedge rclk or negedge rrst_n)
		if (!rrst_n) {rq2_wptr,rq1_wptr} <= 0;
		else {rq2_wptr,rq1_wptr} <= {rq1_wptr,wptr};
endmodule
module rptr_empty #(parameter ASIZE = 10)
	(output reg rempty,
	output [ASIZE-1:0] raddr,
	output reg [ASIZE :0] rptr,
	input [ASIZE :0] rq2_wptr,
	input rinc, rclk, rrst_n);
	reg [ASIZE:0] rbin;
	wire [ASIZE:0] rgraynext, rbinnext;
	wire rempty_val;
	always @(posedge rclk or negedge rrst_n)
		if (!rrst_n) {rbin, rptr} <= 0;
	else {rbin, rptr} <= {rbinnext, rgraynext};
	assign raddr = rbin[ASIZE-1:0];
	assign rbinnext = rbin + (rinc & ~rempty);
	assign rgraynext = (rbinnext>>1) ^ rbinnext;
	assign rempty_val = (rgraynext == rq2_wptr);
	always @(posedge rclk or negedge rrst_n)
		if (!rrst_n) rempty <= 1'b1;
	else rempty <= rempty_val;
endmodule
module wptr_full #(parameter ASIZE = 10)
	(output reg wfull,
	output [ASIZE-1:0] waddr,
	output reg [ASIZE :0] wptr,
	input [ASIZE :0] wq2_rptr,
	input winc, wclk, wrst_n);
	reg [ASIZE:0] wbin;
	wire [ASIZE:0] wgraynext, wbinnext;
	wire wfull_val;
	always @(posedge wclk or negedge wrst_n)
		if (!wrst_n) {wbin, wptr} <= 0;
		else {wbin, wptr} <= {wbinnext, wgraynext};
	assign waddr = wbin[ASIZE-1:0];
	assign wbinnext = wbin + (winc & ~wfull);
	assign wgraynext = (wbinnext>>1) ^ wbinnext;
	assign wfull_val = (wgraynext=={~wq2_rptr[ASIZE:ASIZE-1],
	wq2_rptr[ASIZE-2:0]});
	always @(posedge wclk or negedge wrst_n)
		if (!wrst_n) wfull <= 1'b0;
		else wfull <= wfull_val;
endmodule
```
`/design/flow/run.sh`:
```
#!/bin/bash
# OpenROAD 26Q1-2900-gdf79404cd8, Yosys 0.63+post, stock flow scripts
make -C /OpenROAD-flow-scripts/flow DESIGN_CONFIG=/design/flow/config.mk WORK_HOME=/design/flow/orfs finish
```
`/design/flow/config.mk`:
```
export PLATFORM = sky130hd
export DESIGN_NAME = asic_fifo
export DESIGN_NICKNAME = asic_fifo
export VERILOG_FILES = /design/flow/design.v
export SDC_FILE = /design/flow/constraint.sdc
export NUM_CORES = 4
export LEC_CHECK = 1
export CORE_UTILIZATION = 40
export SYNTH_MEMORY_MAX_BITS = 65536
```
`/design/flow/constraint.sdc`:
```
current_design asic_fifo

set clk_period 276.3
set clk_io_pct 0.2

create_clock -name clk0 -period $clk_period [get_ports {rclk}]
create_clock -name clk1 -period $clk_period [get_ports {wclk}]
create_clock -name clk2 -period $clk_period [get_ports {wclk2x}]

set non_clock_inputs [all_inputs -no_clocks]
set_input_delay [expr $clk_period * $clk_io_pct] -clock clk0 $non_clock_inputs
set_output_delay [expr $clk_period * $clk_io_pct] -clock clk0 [all_outputs]
```
==> CHANGELOG.md <==
### Changed

- Worst-path fanout max: 37
- Seq pwr share: 38.4%
- Clock skew: 0.0655 ns
- Hold Path Depth: 0
- Hold_ws: 0.0577 ns
- FF-to-FF path depth: 12
- Worst rel slew slack: 1.26%
- Total power: 3.65 mW
- DR iter-0 viols: 12900
- # Cells Yosys: 16100
- Synth Cell Area: 326000 um2
- Peak VDD IR: 0.00852 mV
- Place WS: 211.82 ns
- Final ANT Viol Nets: 0
- Synth unique cells: 95
- Log Warnings: 77
- Initial antenna violation count: 103
- CORE AREA: 812000 um2
- Dpl hpwl: 635000 um
- Total GRT Usage: 27.0%
- Status: completed
- Top Layout Cells: edfxtp_1 (8192), mux2i_1 (1465), mux4_2 (1333)
- Yosys chip area: 326000 um2
- Resized cells post-CTS: 0
- Pleak: 116 nW
- Clock Sinks: 8288
- Crit path kind: flip-flop to output pin
- Final setup viols: 0
- Total congestion overflow: 0
- Post-synth EDFFs: 8192
- Int Power: 2.38 mW
- Largest net degree at the start of global routing: 147
- Most common reg cell: edfxtp_1
- Worst-Margin Slew: 1.47 ns
- Setup ws final: 211.64 ns
- Area growth syn-to-layout: 12.5%
- First-pass GRT wire length: 1400000 um
- # fillers: 67100
- DRC violations left: 0
- Vias in the first global route: 179000
- Clock-pin slew on the worst setup and hold paths: 0.06 ns
- RSZ-0062 raised after global routing: no
- DR WL/cell: 35.4 um
- Die X: 904 um
- Routed vias: 168000
- Worst EP arrival: 9.40 ns
- Vias/cell: 5.86
- Max-cap violations: 0
- Worst hold path class: flip-flop to flip-flop
- Switching share of power: 34.8%
- Top cell excl fill/tap: edfxtp_1
- Synth Warn #: 6
- Final GP Congestion: 0.929
- Ys async rst share: 1.16%
- Clock power share: 29.5%
- Syn avg cell area: 20.2 um2
- Post-synth seq share: 76.3%
- Chip area: 818000 um2
- R2R setup slack: 271.19 ns
- CP Launch Type: flip-flop
- Setup crit end kind: output pin
- Post-Syn Instances: 16100
- Wirelength, routed: 1010000 um
- Post-route setup TNS: 0 ns
- Final Slew Violations: 0
- Cell area power density: 9.96 nW/um2
- Sw Pwr: 1.27 mW
- Port-buffer cells: 22
- Post-synth regs: 8288
- Combinational share of power: 32.1%
- CP required: 221.04 ns
- Hold Fails Final Rpt: 0
- Iteration tally of the first detailed-router pass: 6
- Layout cells sized above 1: 20.4%
- Die Ht: 904 um
- FP Util: 40.1%
- I/O Pins: 25
- Row cnt: 331
- TritonCTS clock tree: built
## synthesized netlist by cell type, drive strengths merged, types with 24 or more instances
master / count / share of area, %
nand2: 250 / 0.29
nand3: 91 / 0.14
a21oi: 385 / 0.59
nor3: 195 / 0.30
mux2i: 1465 / 4.5
xor2: 28 / 0.075
clkbuf: 429 / 0.59
xnor2: 30 / 0.081
buf: 651 / 2.0
o21ai: 164 / 0.25
a31oi: 38 / 0.073
o31ai: 24 / 0.057
a211oi: 81 / 0.19
nor2: 1179 / 1.4
mux4: 1408 / 9.8
edfxtp: 8192 / 76
a22oi: 79 / 0.18
o22ai: 375 / 0.72
inv: 24 / 0.028
nor4: 32 / 0.065
o221ai: 536 / 1.5
and2: 43 / 0.083
dfrtp: 95 / 0.73
nand4: 27 / 0.052
## cell type report
| cell class | count | area, um2 | share of cell area, % |
|---|---|---|---|
| Antenna cell | 172 | 430 | 0.118 |
| Clock buffer | 1067 | 22000 | 6.01 |
| Clock inverter | 439 | 3810 | 1.04 |
| Inverter | 24 | 115 | 0.0314 |
| Multi-Input combinational cell | 6742 | 69400 | 19.0 |
| Sequential cell | 8288 | 248000 | 67.9 |
| Tap cell | 10800 | 13500 | 3.70 |
| Timing Repair Buffer | 1031 | 8370 | 2.29 |
## logic make-up after synthesis
logic type,count (synthesis),share of synthesized area (%)
compound gates,1882,4.08
xor+xnor,58,0.156
fa+ha+maj,5,0.0192
buf+inv,1104,2.59
flops,8288,76.3
mux,2890,14.4
simple gates,1907,2.48
## power by group through the flow
stage         Clock [mW]  Sequential [mW]  Combinational (mW)
CTS                 1.09             1.40                1.16
global route        1.13             1.40                1.22
finish              1.07             1.40                1.17
## path summary, 6_finish.rpt
check / to / from
max: rdata[6] / rptr_empty.rbin[0]
min: fifomem.mem[977][6] / wdata[6]
max reg2reg: rptr_empty.rempty / rptr_empty.rbin[2]
min reg2reg: fifomem.mem[977][6] / wdata[6]
max in group clk1: fifomem.mem[353][0] / winc
max in group asynchronous: wdata[4] / wrst_n
max in group clk2: wdata[1] / wdata_in[1]
min in group clk0: sync_w2r.rq2_wptr[4] / sync_w2r.rq1_wptr[4]
min in group asynchronous: sync_r2w.wq1_rptr[0] / wrst_n
min in group clk2: wdata[7] / wdata_in[7]
## per-stage QoR
step	utilization (%)	instances	area (um2)
6_report	45.1	28600	366000
3_5_place_dp	41.8	26900	340000
2_1_floorplan	-	16100	326000
5_1_grt	45.1	28500	366000
4_1_cts	45.1	28400	366000
3_3_place_gp	41.8	26900	339000
## metal layers
layer / GRT usage, % / part of all wire [%]
met5: 4.78 / 0.50
met1: 29.6 / 30
met2: 36.2 / 44
met3: 25.1 / 21
met4: 11.0 / 5.0
## repair_timing
item                                   4_1_cts  5_1_grt
endpoints found under the hold margin      138        0
hold buffers                                37        0
buffers inserted                             0        0
## state kept, by name, indices dropped and copies added, names as in the netlist
register	count
sync_w2r.rq2_wptr	11
fifomem.mem	8192
wptr_full.wptr	11
sync_r2w.wq2_rptr	11
rptr_empty.rptr	11
wdata	8
wptr_full.wfull	1
sync_w2r.rq1_wptr	11
rptr_empty.rempty	1
rptr_empty.rbin	10
wptr_full.wbin	10
sync_r2w.wq1_rptr	11
## critical path: stages, from the launching register on
cell             delay, ns
dfrtp_4               0.75
buf_4                 0.64
buf_4                 0.66
buf_4                 0.51
buf_4                 0.62
buf_4                 0.63
buf_4                 0.72
mux2i_1               0.19
o221ai_1              0.26
a21oi_1               0.11
nor3_1                0.46
buf_4                 0.24
nor3_2                0.08
nor4_1                1.05
nor3_1                0.40
nor4b_4               0.85
buf_4                 0.23
clkdlybuf4s50_1       0.45
Power and IR drop assume default switching activity.
